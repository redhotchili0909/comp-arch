`flow/design.v`:
```
module pwm (
    input logic clk,
    input logic [7:0] duty_cycle,
    output logic pwm_out
);
    logic [7:0] counter = 0;
    always_ff @(posedge clk) begin
        counter <= counter + 1;
    end
    assign pwm_out = (counter < duty_cycle);
endmodule
module rgb_led_controller#(
    parameter CLK_FREQ = 12_000_000
) (
    input  logic clk,
    output logic red_led,
    output logic green_led,
    output logic blue_led
);
    localparam TOTAL_STEPS = 360;
    localparam STEP_SIZE   = 60;
    localparam CYCLES_PER_STEP = CLK_FREQ / TOTAL_STEPS;
    logic [$clog2(CYCLES_PER_STEP)-1:0] cycle_counter = 0;
    logic [8:0]  step_counter  = 0;   
    logic [7:0] red_value   = 8'd255;
    logic [7:0] green_value = 8'd0;
    logic [7:0] blue_value  = 8'd0;
    always_ff @(posedge clk) begin
        if (cycle_counter >= CYCLES_PER_STEP - 1) begin
            cycle_counter <= 0;
            if (step_counter >= TOTAL_STEPS - 1)
                step_counter <= 0;
            else
                step_counter <= step_counter + 1;
        end 
        else begin
            cycle_counter <= cycle_counter + 1;
        end
    end
    always_comb begin
        case (step_counter / STEP_SIZE)
            0: begin
                red_value   = 8'd255;
                blue_value  = 8'd0;
                green_value = ((step_counter % STEP_SIZE) * 255) / STEP_SIZE;
            end
            1: begin
                green_value = 8'd255;
                blue_value  = 8'd0;
                red_value   = 8'd255 - ((step_counter % STEP_SIZE) * 255) / STEP_SIZE;
            end
            2: begin
                green_value = 8'd255;
                red_value   = 8'd0;
                blue_value  = ((step_counter % STEP_SIZE) * 255) / STEP_SIZE;
            end
            3: begin
                blue_value  = 8'd255;
                red_value   = 8'd0;
                green_value = 8'd255 - ((step_counter % STEP_SIZE) * 255) / STEP_SIZE;
            end
            4: begin
                blue_value  = 8'd255;
                green_value = 8'd0;
                red_value   = ((step_counter % STEP_SIZE) * 255) / STEP_SIZE;
            end
            5: begin
                red_value   = 8'd255;
                green_value = 8'd0;
                blue_value  = 8'd255 - ((step_counter % STEP_SIZE) * 255) / STEP_SIZE;
            end
            default: begin
                red_value   = 8'd255;
                green_value = 8'd0;
                blue_value  = 8'd0;
            end
        endcase
    end
    pwm red_pwm (
        .clk(clk),
        .duty_cycle(red_value),
        .pwm_out(red_led)
    );
    pwm green_pwm (
        .clk(clk),
        .duty_cycle(green_value),
        .pwm_out(green_led)
    );
    pwm blue_pwm (
        .clk(clk),
        .duty_cycle(blue_value),
        .pwm_out(blue_led)
    );
endmodule
```
`flow/run.sh`:
```
#!/bin/bash
# OpenROAD 26Q1-2900-gdf79404cd8, Yosys 0.63+post, stock flow scripts
make -C /OpenROAD-flow-scripts/flow DESIGN_CONFIG=/design/flow/config.mk WORK_HOME=/design/flow/orfs finish
```
`flow/config.mk`:
```
export PLATFORM = sky130hd
export DESIGN_NAME = rgb_led_controller
export DESIGN_NICKNAME = rgb_led_controller
export VERILOG_FILES = /design/flow/design.v
export SDC_FILE = /design/flow/constraint.sdc
export NUM_CORES = 4
export LEC_CHECK = 1
export CORE_UTILIZATION = 50
```
`flow/constraint.sdc`:
```
current_design rgb_led_controller

set clk_period 12.3
set clk_io_pct 0.2

create_clock -name clk0 -period $clk_period [get_ports {clk}]

set non_clock_inputs [all_inputs -no_clocks]
set_input_delay [expr $clk_period * $clk_io_pct] -clock clk0 $non_clock_inputs
set_output_delay [expr $clk_period * $clk_io_pct] -clock clk0 [all_outputs]
```
==> qor.rpt <==
RUN STATUS
-------------------------------------------------------------------------------------------
Status                                                                         finished with violations
Failing checks                                                                 negative setup slack

FLOORPLAN
-------------------------------------------------------------------------------------------
Width of the die                                                                     165 um
Ports placed on the boundary                                                              4
Area of the core region                                                        0.0261 sq mm
Number of rows in the core area                                                          59
Floorplan Utilization                                                                 51.0%
Height of the die                                                                    165 um
Area of the die                                                                0.0273 sq mm

LOGIC SYNTHESIS
-------------------------------------------------------------------------------------------
Cell variety after synth                                                                123
Area leader, netlist                                                                   fa_1
Main area contributors after synthesis                                         fa_1 (19%), ha_1 (7.1%), dfxtp_1 (6.0%)
Synth Seq Share                                                                       8.05%
Netlist area before placement                                                  0.0133 sq mm
Fraction of synthesis flops using an asynchronous set or reset pin                       0%
Dominant cell area share                                                              18.7%
Post-synthesis average cell area                                                 7.88 sq um
Number of warnings reported in the yosys synthesis log                                    2
Count of flip-flops with a built-in enable after synthesis                                9
Cells in synth_stat.txt                                                                1689
Yosys chip area                                                                0.0133 sq mm
Primary flip-flop cell chosen by synthesis mapping                                  dfxtp_1
Register bit total from synthesis                                                        49
Number of cells produced by synthesis                                                  1689

STA
-------------------------------------------------------------------------------------------
Total Negative Setup Slacks                                                       -26.37 ns
Hold WS                                                                            0.438 ns
Relative slew slack                                                                   51.2%
Worst-case setup margin in the final layout                                        -8.92 ns
Max Clock Skew                                                                    0.0102 ns
Number of hold-slack violations in the final timing report                                0
Transition time at the pin with the least slew margin                              0.724 ns
Number of slew-limit violations in the final report                                       0
Max Fclk                                                                         0.0471 GHz
Ratio of final minimum period to clock period                                          173%
Unrepaired setup endpoints after global routing                                        true
Setup-failing EPs final                                                                   3
Post-layout minimum cycle time                                                     21.22 ns

CLOCK TREE
-------------------------------------------------------------------------------------------
Clk root buf                                                                      clkbuf_16
Clock tree from TritonCTS                                                              done
Number of buffers created by CTS                                                          5
Clk Latency, worst-skew pair                                                        0.30 ns
Clock tree buffer depth                                                                   2
Num Clock Sinks                                                                          49
Level count of the clock H-tree                                                           2
CTS Hold Buffers Added                                                                    0
Clock edge transition at the registers on the reported setup and hold paths         0.07 ns

MIN PATH
-------------------------------------------------------------------------------------------
Path type of the worst min-delay path                                          flip-flop to flip-flop

POWER AND IR DROP
-------------------------------------------------------------------------------------------
Int Power                                                                        0.000259 W
Leakage dissipation                                                                 9.04 nW
Power density relative to cell area                                            16.0 mW/mm^2
Share of total power in combinational logic                                              0%
Clk network pwr share                                                                 49.5%
Switching share of power                                                              19.6%
Reported net switching power                                                    0.0000632 W
Portion of total power attributed to sequential cells                                 50.5%
VDD IR-drop max                                                                      100 uV

CRITICAL PATH
-------------------------------------------------------------------------------------------
CP endpoint kind                                                                 output pin
Crit path max-delay family                                                     AND-OR/OR-AND gates
Cell type with the highest occurrence count on the critical path                      buf_4
Kind of critical path                                                          flip-flop to output pin
Worst-path maximum fanout                                                                 6
Worst path slowest cell                                                                fa_1
Reg2Reg Setup Slack                                                                10.17 ns
Largest stage delay on the critical path                                            0.58 ns
Data arrival time of the worst path                                                18.76 ns
Worst setup SP type                                                               flip-flop
Crit path DRT                                                                       9.84 ns
Crit path buf inv count                                                                  17

GLOBAL ROUTING
-------------------------------------------------------------------------------------------
Maximum number of pins on one net before global-route repair                             21
Antenna violations before repair                                                          0
Via count of the first global-routing pass                                            13682
First-pass GRT wire length                                                          63.9 mm
Global-route usage over all layers                                                    29.5%
Grt total ovfl                                                                            0

FINAL LAYOUT
-------------------------------------------------------------------------------------------
Share of layout cells above drive strength 1                                          41.5%
Flip-flop and latch area                                                       0.00107 sq mm
Growth of design area from synthesis to finish                                        51.1%
Multi-input combinational cell area                                            0.0131 sq mm
Core utilization of the finished layout                                               77.1%
Most frequent cells in the layout                                              buf_4 (570), inv_1 (192), nor2_1 (126), fa_1 (120), nand2_1 (105)
Count of fill cells added during filler insertion                                      1740
Most common library cell in the layout ignoring fill and taps                         buf_4

PLACE
-------------------------------------------------------------------------------------------
Count of buffers from port buffering                                                      3
HPWL after DPL                                                                      31.5 mm
Global placement routability congestion                                               0.970

DETAILED ROUTING
-------------------------------------------------------------------------------------------
ANT cells                                                                                 0
Number of routed nets with antenna violations                                             0
Via-per-instance ratio                                                                 5.67
Overall routed net length                                                           39.4 mm
Number of DRC violations after detailed routing                                           0
Routed via count                                                                      14631
Detailed-routing iteration count for the pre-antenna-repair pass                          7
Number of design-rule violations left by the first detailed-router iteration            754
Average routed wire per standard cell                                               15.3 um

JOB
-------------------------------------------------------------------------------------------
Max capacitance violation total                                                           0
Number of logged tool warnings                                                           33

[power by group through the flow]
| stage | combinational (W) | clock, W | sequential (W) |
|---|---|---|---|
| final | 0.00000000853 | 0.000160 | 0.000163 |
| after global routing | 0.00000000853 | 0.000169 | 0.000163 |
| after CTS | 0.00000000804 | 0.000164 | 0.000163 |
[worst paths after layout]
check | from | endpoint | cells past startpoint
setup / recovery | step_counter[3]$_SDFFCE_PP0P_ | red_led | 86
hold / removal | red_pwm.counter[0]$_DFF_P_ | red_pwm.counter[0]$_DFF_P_ | 1
setup reg to reg | step_counter[0]$_SDFFCE_PP0P_ | step_counter[5]$_SDFFCE_PP0P_ | 7
hold reg to reg | red_pwm.counter[0]$_DFF_P_ | red_pwm.counter[0]$_DFF_P_ | 1
[cell families (layout without fill, tap and decap cells)]
logic type / count (synthesis) / in the layout / share of synthesized area, %
XOR/XNOR: 100 / 100 / 7.12
AND-OR/OR-AND: 532 / 533 / 29.7
AND/OR/NAND/NOR: 551 / 551 / 20.9
flip-flops: 49 / 49 / 8.05
buffers and inverters: 242 / 799 / 7.13
multiplexers: 15 / 15 / 1.34
adder cells (fa/ha/maj): 200 / 200 / 25.8
[state kept, by name, summed over array words and instances, names as in the netlist]
signal             count
blue_pwm.counter       8
cycle_counter         16
red_pwm.counter        8
step_counter           9
green_pwm.counter      8
[cells in the mapped netlist, drive strengths merged, types with 17 or more instances]
| cell type | n |
|---|---|
| a31oi | 24 |
| nand2 | 117 |
| nor3 | 52 |
| or3 | 21 |
| nand4 | 22 |
| buf | 18 |
| clkbuf | 25 |
| o21a | 19 |
| dfxtp | 40 |
| a21o | 30 |
| fa | 124 |
| inv | 199 |
| o211ai | 29 |
| xor2 | 38 |
| xnor2 | 58 |
| ha | 75 |
| a211oi | 30 |
| nor2 | 147 |
| a21oi | 105 |
| or2 | 17 |
| o31ai | 20 |
| nand3 | 74 |
| o21ai | 109 |
[layer usage]
metal	global-route usage, %	up-vias	routed length (um)
met3	5.42	24	2100
met4	2.04	0	333
met2	44.5	351	17400
li1	-	7286	-
met5	0	-	0
met1	46.7	6970	19600
[stage by stage]
stage          total power, W  instances  area [sq um]  setup WS, ns
2_1_floorplan        0.000166       1689         13900         -7.67
3_3_place_gp         0.000166       2485         17800         -8.93
3_5_place_dp         0.000166       2485         17800         -9.02
4_1_cts              0.000326       2524         18700         -8.94
5_1_grt              0.000331       2582         20100         -9.71
6_report             0.000322       2582         20100         -8.92
[area by class of cell]
cell class / count / share of cell area, %
timing repair buffer: 592 / 22.6
inverter: 199 / 3.74
tap: 335 / 2.08
clock inverter: 3 / 0.218
clock buffer: 5 / 0.622
multi-input combinational: 1399 / 65.4
sequential: 49 / 5.33
[repair_timing]
action / in CTS / in global routing
buffers inserted: 30 / 59
pin swaps: 43 / 140
gates resized: 79 / 204
gates cloned: 1 / 0
setup endpoints to repair: 3 / 3
Power and IR drop assume default switching activity.
