<file path="design/flow/design.v">
module fsm #(
    parameter ONE_CYCLE = 2_000_000
)(
    input logic clk,
    output logic red,
    output logic green,
    output logic blue
);
    typedef enum logic [2:0] {
        RED     = 3'b100,   
        YELLOW  = 3'b110,   
        GREEN   = 3'b010,   
        CYAN    = 3'b011,   
        BLUE    = 3'b001,   
        MAGENTA = 3'b101    
    } state_t;
    state_t current_state = RED;
    state_t next_state;
    logic [$clog2(ONE_CYCLE) - 1:0] count = 0;
    always_ff @(posedge clk) begin
        if (count == ONE_CYCLE - 1) begin
            count <= 0;
            current_state <= next_state;
        end else begin
            count <= count + 1;
        end
    end
    always_comb begin
        case (current_state)
            RED:     next_state = YELLOW;
            YELLOW:  next_state = GREEN;
            GREEN:   next_state = CYAN;
            CYAN:    next_state = BLUE;
            BLUE:    next_state = MAGENTA;
            MAGENTA: next_state = RED;
            default: next_state = RED;
        endcase
    end
    always_comb begin
        {red, green, blue} = current_state;
    end
endmodule
module top(
    input logic clk,
    output logic RGB_R,
    output logic RGB_G,
    output logic RGB_B
);
    logic red, green, blue;
    fsm u0 (
        .clk    (clk),
        .red    (red),
        .green  (green),
        .blue   (blue)
    );
    assign RGB_R = ~red;
    assign RGB_G = ~green;
    assign RGB_B = ~blue;
endmodule
</file>
<file path="design/flow/run.sh">
#!/bin/bash
# OpenROAD 26Q1-2900-gdf79404cd8, Yosys 0.63+post, stock flow scripts
make -C /OpenROAD-flow-scripts/flow DESIGN_CONFIG=/design/flow/config.mk WORK_HOME=/design/flow/orfs finish
</file>
<file path="design/flow/config.mk">
export PLATFORM = sky130hd
export DESIGN_NAME = top
export DESIGN_NICKNAME = top
export VERILOG_FILES = /design/flow/design.v
export SDC_FILE = /design/flow/constraint.sdc
export NUM_CORES = 4
export LEC_CHECK = 1
export CORE_AREA = 10 10 106 106
export DIE_AREA = 0 0 116 116
</file>
<file path="design/flow/constraint.sdc">
current_design top

set clk_period 5.1
set clk_io_pct 0.2

create_clock -name clk0 -period $clk_period [get_ports {clk}]

set non_clock_inputs [all_inputs -no_clocks]
set_input_delay [expr $clk_period * $clk_io_pct] -clock clk0 $non_clock_inputs
set_output_delay [expr $clk_period * $clk_io_pct] -clock clk0 [all_outputs]
</file>
==> flow_summary.json <==
{
  "outcome": "complete, no violations",
  "place.gp.congestion": 0.814,
  "leakagePower_uw": 0.000401,
  "async_reset_ff_share_pct": 0,
  "avgSynthCellArea_sq_um": 9.88,
  "min_from": "u0.count[0]",
  "startpoint": "u0.current_state[0]",
  "hold_class": "flop to flop",
  "r2r_cells": 4,
  "synthTopCellsByArea": "dfxtp_1, edfxtp_1, xnor2_1",
  "hold_path_end": "u0.count[0]",
  "top_cell": "dfxtp_1",
  "wl_per_cell_um": 7.77,
  "drt-met1-wl_um": 924,
  "critical_path_class": "flop to output pin",
  "grt_overflow_total": 0,
  "ys_top_cells_by_count": "dfxtp_1, nand3_1, xnor2_1, xor2_1",
  "dieWidth_um": 116,
  "die-area_sq_um": 13500,
  "io_pins": 4,
  "cp_slowest_cell": "clkdlybuf4s50_1",
  "slowest_delay_ps": 470,
  "antenna_found_initial": 0,
  "drcViolationCount": 0,
  "top_layer": "met3",
  "routed_wl_um": 1690,
  "rrSetupSlack_ps": 3030,
  "min_path_cells": 1,
  "yosys_cells": 105,
  "cts-hold-fix-buffers": 0,
  "crit_buf_inv": 2,
  "ys_seq_elements": 24,
  "core-area_sq_um": 8850,
  "wl_met2_um": 681,
  "logic_area_sq_um": 494,
  "ir_drop_mv": 0.0719,
  "die_h_um": 116,
  "cts.sinks": 24,
  "worstReg2RegEnd": "u0.current_state[1]",
  "syn-instance-count": 105,
  "setup_viol": 0,
  "fin_tns_setup_ps": 0,
  "track_usage_pct": 2.80,
  "cts_buffers": 3,
  "r2r-start": "u0.count[0]",
  "synth.distinct_cells": 32,
  "path_cells": "inv_1 -> clkdlybuf4s50_1",
  "post_cts_buffers": 0,
  "yosysSeqAreaShare_pct": 49.2,
  "worst_slew_pin_slew_ps": 621,
  "dp_hpwl_um": 1300,
  "warnings": 25,
  "cellPowerDensity_nw_per_um2": 240,
  "hold_violations": 0,
  "edf_count": 3,
  "register_area_sq_um": 510,
  "end_kind": "output pin",
  "io_buffers": 3,
  "cp.arrival_ps": 1200,
  "cts_tree": "yes",
  "syn_to_final_growth_pct": 18.9,
  "fill_cells": 1008,
  "top_area_share_pct": 40.5,
  "cts_max_path_buffers": 2,
  "cap_viol_max_count": 0,
  "cts.clk_slew.worst_paths_ps": 70,
  "clk-insertion-delay-late_ps": 260,
  "cp.depth": 2,
  "final_cell_count_no_fill": 217,
  "wl_met3_um": 81,
  "grt_start_max_net_pins": 14,
  "start_kind": "flop",
  "path_max_fanout": 3,
  "drive_gt1_share_pct": 4.59,
  "rsz0062_at_grt": "no",
  "grt_pass1_wl_um": 3140,
  "via_count": 707,
  "synth_warnings": 1,
  "cts_root_buffer": "clkbuf_8",
  "crit_required_ps": 4080,
  "slew_headroom_pct": 58.4,
  "grt_pass1_vias": 696,
  "ant_nets": 0,
  "crit_family": "buffers and inverters",
  "dr.pass1.iters": 4,
  "cts_resized": 0,
  "core_util_floorplan_pct": 11.7,
  "ys_area_sq_um": 1040,
  "htree_levels": 1,
  "dpl.cell_count": 213,
  "fin_crit_sh_pct": 43.6,
  "maxSlewViolCount": 0,
  "drt_iter0_drc": 27,
  "max_clock_freq_ghz": 0.450,
  "synth-main-ff-cell": "dfxtp_1",
  "finalClockSkew_ps": 1.31,
  "insertedDiodeCount": 0,
  "syn_area_sq_um": 1040,
  "synth_top_cell_by_area": "dfxtp_1",
  "period_needed_ps": 2220,
  "rows": 34,
  "via_per_inst": 3.26
}
==> sequential cells by signal, indices dropped and copies added, names as in the netlist <==
register	flops
u0.current_state	3
u0.count	21
==> layer usage <==
metal  global-route usage (%)  vias up
met5                        0        -
met4                    0.417        0
met3                     1.15        0
met2                     4.06        8
met1                     3.90      317
li1                         -      382
==> kinds of logic (layout without fill, tap and decap cells) <==
family / count (synthesis) / in the layout / share of synthesized area [%]
and+or+nand+nor: 45 / 45 / 25.8
muxes: 3 / 3 / 2.90
DFF: 24 / 24 / 49.2
adders and majority gates: 1 / 1 / 1.21
xor gates and xnor gates: 14 / 14 / 11.8
buffers and inverters: 8 / 12 / 3.14
AOI/OAI and AO/OA: 10 / 10 / 5.91
==> through the flow <==
step                power (uW)  setup slack [ps]  utilization, %  instance area [sq um]  hold WS [ps]
finish                     297              2880            13.9                   1230           469
global route               307              2800            13.9                   1230           508
CTS                        301              2860            13.9                   1230           471
detailed placement         195              3020            13.4                   1190           452
global placement           195              3080            13.4                   1190           450
floorplan                  195              3280               -                   1040           426
==> final cells by class <==
type / instances / area share (%)
Tap cell: 108 / 11.0
Clock buffer: 3 / 3.35
Inverter: 5 / 1.52
Multi-Input combinational cell: 73 / 40.1
Timing Repair Buffer: 3 / 2.43
Clock inverter: 1 / 0.304
Sequential cell: 24 / 41.4
==> worst max-delay path by stage <==
stage	end	slack [ps]
CTS	RGB_B	2860
global route	RGB_G	2800
finish	RGB_B	2880
==> placed cells by master (no fill, tap or decap), drive strengths merged, types with 3 or more instances in the layout <==
| cell | instances |
|---|---|
| and4 | 4 |
| a21oi | 3 |
| xnor2 | 7 |
| clkdlybuf4s50 | 3 |
| nand4 | 6 |
| nand2 | 6 |
| edfxtp | 3 |
| mux2i | 3 |
| clkbuf | 3 |
| and3 | 3 |
| xor2 | 7 |
| nor2 | 6 |
| o21ai | 3 |
| dfxtp | 21 |
| nand3 | 8 |
| inv | 5 |
==> report_power, final <==
part / switching [uW] / internal [uW]
clock network: 52.5 / 53.6
logic: 0 / 0
registers: 0 / 190
total: 52.5 / 244
No activity file was given, so power comes from the tool's default toggle rates.
